**design/flow/design.v**
```verilog
module ram  #(
    parameter INIT_FILE = ""
)
(
    input       clk,
    input       w_en,
    input       r_en,
    input [3:0] w_addr,
    input [3:0] r_addr,
    input [7:0] w_data,
    output reg [7:0] r_data
    );
    reg [7:0] mem [0:15];
    always @ (posedge clk) begin
        if (w_en == 1'b1)
            mem[w_addr] <= w_data;
        if (r_en == 1'b1)
            r_data <= mem[r_addr];
    end
    initial if (INIT_FILE) begin
        $readmemh(INIT_FILE, mem);
    end
endmodule
```
**design/flow/run.sh**
```bash
#!/bin/bash
# OpenROAD 26Q1-2900-gdf79404cd8, Yosys 0.63+post, stock flow scripts
make -C /OpenROAD-flow-scripts/flow DESIGN_CONFIG=/design/flow/config.mk WORK_HOME=/design/flow/orfs finish
```
**design/flow/config.mk**
```make
export PLATFORM = sky130hd
export DESIGN_NAME = ram
export DESIGN_NICKNAME = ram
export VERILOG_FILES = /design/flow/design.v
export SDC_FILE = /design/flow/constraint.sdc
export NUM_CORES = 4
export LEC_CHECK = 1
export CORE_UTILIZATION = 50
```
**design/flow/constraint.sdc**
```tcl
current_design ram

set clk_period 2.7
set clk_io_pct 0.2

create_clock -name clk0 -period $clk_period [get_ports {clk}]

set non_clock_inputs [all_inputs -no_clocks]
set_input_delay [expr $clk_period * $clk_io_pct] -clock clk0 $non_clock_inputs
set_output_delay [expr $clk_period * $clk_io_pct] -clock clk0 [all_outputs]
```
==> deck_impl_summary.md <==
Implementation Results

Worst setup path
  • Data required time at the worst endpoint: between 2 and 2.5 ns
  • Kind of start point of the critical path: flip-flop
  • Kind of critical path: reg -> out
  • Endpoint arrival time on the critical path: about 1.4 ns
  • Largest delay contributor family on the critical path: buffers and inverters
  • Maximum fanout encountered on the critical timing path: 1
  • Total buffers and inverters traversed by the critical path: 1
  • Worst-path cell chain: clkdlybuf4s50_1
  • CP max stage delay: ~0.48 ns
  • Slowest cell on the critical path: clkdlybuf4s50_1
  • Endpoint type of the worst setup path: output port

Global routing
  • Via count of the first global-routing pass: about 2600
  • Global-route wire length before repair: approximately 15 mm
  • Initial antenna violation count: 0
  • Pin count of the biggest net entering global routing: 33
  • Overall fraction of global-route tracks in use: a little over a fifth
  • Remaining global-route overflow: 0

Clock tree
  • Post-CTS setup buffer count: 0
  • Post-CTS Hold Fix Bufs: 0
  • Number of buffers added by the clock tree synthesis step: 17
  • CTS tree: done
  • Deepest clock path buffer count: 2
  • Post-cts repair resize count: 0
  • Master cell of the clock root buffer: clkbuf_8
  • TritonCTS Sinks: around 140
  • Level count of the clock H-tree: 4
  • Clock edge transition at the registers on the reported setup and hold paths: 0.06 ns
  • Clock latency (worst-skew pair): about 0.5 ns

Power and ir drop
  • Sum of internal, switching and leakage power: 4.97 mW
  • Cell internal pwr: ~4.0 mW
  • Static leakage power: roughly 2.1 nW
  • Cell Pwr Density: 781 mW/mm^2
  • Sw Share: 19.5%
  • Total net switching power: approximately 970 uW
  • Clk network pwr share: roughly 47%
  • IR drop worst, VDD: about 0.5 mV
  • Combinational power share: under 10%
  • Reg power frac: 48.2%

STA
  • Max-slew violations: 0
  • Tightest slew margin relative to the limit: between 60% and 70%
  • Final Hold Vio Count: 0
  • RSZ-0062 raised after global routing: no
  • Final critical path time including I/O delays and setup: between 1.5 and 2 ns
  • Actual slew at the worst max-slew pin: ~0.56 ns
  • Setup TNS: 0 ns
  • Final setup violation count: 0
  • Final Cycle Share: 71.1%
  • Peak clock frequency supported by timing: ~0.52 GHz
  • Worst Skew: roughly 0.0061 ns

Synthesis
  • Dominant non-sequential cell family after synthesis: multiplexers
  • Mux frac, synth: 14.8%
  • Biggest area contributors in the synthesized netlist: edfxtp_1 (78%), mux4_2 (7.8%), mux4_1 (7.0%)
  • Yosys Instances: between 200 and 250
  • Yosys Chip Area: between 0.005 and 0.006 sq mm
  • Warning count from the yosys run: 1
  • Compound-Gate Fraction of Synth Area: under 10%
  • Mean area per synthesized cell: between 20 and 25 sq um
  • Xor+xnor area frac: 0%
  • Register area share after synthesis: between 70 and 80%
  • Most frequently used cell type in the post-synthesis netlist: edfxtp_1
  • Most area-hungry cell type in the Yosys netlist: edfxtp_1
  • Number of cells produced by synthesis: around 230
  • Top cell area share: 78.1%
  • Async S/R FF share, synth: 0%
  • EDFF count, synth: ~140
  • Leading register cell type out of synthesis: edfxtp_1
  • Leading cell types by count after synthesis: edfxtp_1 (136), mux4_2 (18), a22oi_1 (16)
  • Post-Syn Area: 0.00523 sq mm
  • Adder-Cell Fraction of Synth Area: 0%
  • Post-synthesis register bit count: 136
  • Simple-gate share of the synthesized area: ~3.1%
  • Netlist cell types: 18

Cells and area
  • Layout-stage area growth over the synthesis result: 21.7%
  • Area taken by flip-flops and latches: about 0.004 sq mm
  • Layout fillers: 664
  • Footprint of the multi-input gates: between 0.001 and 0.0015 sq mm
  • Fraction of layout cells with a size suffix above 1: between 20% and 30%

Detailed routing
  • DR WL/cell: 22.6 um
  • Via count: ~2500
  • Iteration tally of the first detailed-router pass: 4
  • Number of routed nets with antenna violations: 0
  • Via density per instance: between 5 and 6
  • DRC Markers: 0
  • Total wire length after detailed routing: a little under 10 mm
  • Number of diodes: 0
  • Violation count after the first detailed-routing iteration: 85

Floorplan
  • Boundary Pins: 27
  • Number of rows created at floorplan: 36
  • Chip Height: 104 um
  • Horizontal die dimension: roughly 100 um
  • Core Density at Floorplan: between 50% and 60%
  • Core ar.: 0.00995 sq mm
  • DIE AREA: approximately 0.011 sq mm

Worst hold path
  • Path category of the worst min-delay check: reg -> reg

Placed design
  • HPWL Detailed: around 6 mm
  • Final weighted congestion of routability-driven global placement: a little under 0.8
  • # port buffers: 26

Flow run
  • Max-cap violations: 0
  • Tool Warnings: 25

Status
  • Outcome: finished, final reports clean
## per-layer routing
metal  up-vias  share of wire, %  wire length [um]  track usage, %
met4         0              0.76                74            2.24
met1      1230                39              3830            34.5
li1       1100                 -                 -               -
met5         -                 0                 0               0
met2       131                47              4610            30.7
met3         6                13              1250            14.0
## cell type report
cell class | instances | share of cell area (%)
clock inverter | 15 | 3.17
timing repair buffer | 47 | 6.88
clock buffer | 17 | 6.51
multi-input combinational | 83 | 16.6
sequential | 136 | 64.2
tap | 133 | 2.62
## cell usage in the layout, fill, tap and decap left out, drive strengths merged
cell type and instances:
and2b 1, clkinvlp 2, clkdlybuf4s50 25, edfxtp 136, nand3 1, clkbuf 17, and2 1, clkinv 7
or3b 1, buf 22, a22oi 16, nand2 9, nand2b 2, bufinv 4, inv 2, nor2b 1
nand3b 2, mux4 32, nor3 4, nor2 13
## power by group through the flow
stage / clock (mW) / combinational [mW] / sequential (mW)
4_1_cts: 2.38 / 0.239 / 2.39
5_1_grt: 2.48 / 0.256 / 2.40
6_report: 2.34 / 0.235 / 2.39
## final timing paths
check / from / to / slack, ns / cells past startpoint
max: r_data[4]$_DFFE_PP_ / r_data[4] / 0.78 / 1
min: mem[12][4]$_DFFE_PP_ / r_data[4]$_DFFE_PP_ / 0.75 / 3
max reg2reg: mem[8][2]$_DFFE_PP_ / r_data[2]$_DFFE_PP_ / 1.22 / 3
min reg2reg: mem[12][4]$_DFFE_PP_ / r_data[4]$_DFFE_PP_ / 0.75 / 3
## registers in the layout (all words and copies together), names as in the netlist
signal  flops
mem       128
r_data      8
## logic make-up (layout without fill, tap and decap cells)
kind of cell	count (synthesis)	in the layout
buffers and inverters	10	79
AOI/OAI and AO/OA	16	16
muxes	32	32
and+or+nand+nor	35	35
DFF	136	136
## stage by stage
step | worst slack, ns | utilization (%) | instance area [sq um] | hold WS, ns | std cells
finish | 0.779 | 63.9 | 6360 | 0.753 | 431
global route | 0.709 | 63.9 | 6360 | 0.782 | 431
CTS | 0.731 | 63.9 | 6360 | 0.758 | 431
detailed placement | 0.333 | 57.7 | 5750 | 0.741 | 399
global placement | 0.366 | 57.7 | 5750 | 0.731 | 399
floorplan | 0.667 | - | 5230 | 0.639 | 229
No activity file was given, so power comes from the tool's default toggle rates.
