==> /design/flow/design.v <==
`default_nettype none
module register_block
    (
        input       clk,
        input       rst,
        input       write_enable,
        input       read_enable,
        input       [7:0] input_bus,
        input       [2:0] src_reg,
        input       [2:0] dst_reg,
        output      wire [7:0] r1,
        output      wire [7:0] r2,
        output      reg [7:0] output_bus
    );
    reg [7:0]   registers [5:0];
    assign r1 = registers[1];
    assign r2 = registers[2];
    always @ (posedge clk or posedge rst) begin
        if (rst == 1'b1) begin
            registers[0] <= 'b0;
            registers[1] <= 'b0;
            registers[2] <= 'b0;
            registers[3] <= 'b0;
            registers[4] <= 'b0;
            registers[5] <= 'b0;
        end else begin
            if (read_enable == 1'b1)
                output_bus = registers[src_reg];
            else
                output_bus = 8'bZ;
            if (write_enable == 1'b1)
                registers[dst_reg] = input_bus;
        end
    end
endmodule
==> /design/flow/run.sh <==
#!/bin/bash
# OpenROAD 26Q1-2900-gdf79404cd8, Yosys 0.63+post, stock flow scripts
make -C /OpenROAD-flow-scripts/flow DESIGN_CONFIG=/design/flow/config.mk WORK_HOME=/design/flow/orfs finish
==> /design/flow/config.mk <==
export PLATFORM = sky130hd
export DESIGN_NAME = register_block
export DESIGN_NICKNAME = register_block
export VERILOG_FILES = /design/flow/design.v
export SDC_FILE = /design/flow/constraint.sdc
export NUM_CORES = 4
export LEC_CHECK = 1
export CORE_UTILIZATION = 50
==> /design/flow/constraint.sdc <==
current_design register_block

set clk_period 1.5
set clk_io_pct 0.2

create_clock -name clk0 -period $clk_period [get_ports {clk}]

set non_clock_inputs [all_inputs -no_clocks]
set_input_delay [expr $clk_period * $clk_io_pct] -clock clk0 $non_clock_inputs
set_output_delay [expr $clk_period * $clk_io_pct] -clock clk0 [all_outputs]
==> Slide: Implementation Results <==
Synthesis and Place & Route Summary

Clocking
  • Root Buffer: clkbuf_8
  • Reg clk slew, reported paths: roughly 0.090 ns
  • Clk sink count: 56
  • CTS tree: yes
  • H-Tree Depth: 2
  • CTS Buffer Depth: 2
  • CTS Buf Count: 5
  • Clk ins delay skew pair: roughly 0.30 ns

Setup path
  • Worst Path Class, Setup: flip-flop to output port
  • CP Capture Type: output port
  • Launching element type of the critical path: flip-flop
  • Worst path required time: 1.20 ns
  • Crit path max-delay family: buffers and inverters
  • Max incr delay on CP: 0.47 ns
  • CP max stage cell: clkdlybuf4s50_1
  • Buf+Inv Stages, Crit Path: 1
  • Critical Path, Cell by Cell: clkdlybuf4s50_1
  • FF-to-FF setup slack: ~0.30 ns
  • CP Max Fanout: 3
  • Crit path DAT: 1.16 ns

Synthesis
  • Netlist cell types: 33
  • Seq share, synth: around 55%
  • Synth Warn #: 3
  • Avg Inst Size Synth: approximately 14 sq um
  • Post-Syn Area: ~2600 sq um
  • Mapped Cells: ~190
  • Yosys cell count: ~190
  • Async set-reset flop share out of synthesis: between 80% and 90%
  • Post-synthesis register bit count: between 50 and 60
  • Yosys synthesis chip area: ~2600 sq um
  • Post-synth EDFFs: 8
  • Most used flip-flop cell: dfrtp_1

Final timing
  • Max Slew Vio Count: 0
  • Layout Skew: 0.00600 ns
  • Hold Vio Cnt, Final: 0
  • Relative slew slack: 63.1%
  • FMAX: about 700 MHz
  • RSZ-0062 raised after global routing: no
  • Worst slew pin tran: between 0.5 and 0.6 ns
  • Final hold slack: between 0.3 and 0.4 ns
  • Period utilization: 97.2%
  • Shortest period the worst path allows: roughly 1.5 ns
  • Setup Viol. Count Final: 0

GRT
  • GRT Util Overall: a little under a quarter
  • Total grt overflow: 0
  • First-pass GRT wire length: between 8000 and 9000 um
  • Antenna violations before repair: 0
  • Largest net degree at the start of global routing: 29
  • Number of global-route vias before repair: between 1,500 and 2,000

Hold path
  • Hold WC Path Type: primary input to asynchronous set/reset pin

Drt
  • First DRT Iteration DRCs: 124
  • # DRC: 0
  • DR vias/cell: approximately 5.6
  • N_diodes: 0
  • Via total after detailed routing: around 1,800
  • DRT Wirelength: between 5000 and 6000 um
  • DR WL/cell: around 17 um
  • First-pass detailed-route iteration total: 5
  • DRT antenna net count: 0

Floorplanning
  • FP Rows: 25
  • Die area: between 5000 and 6000 sq um
  • Core Area: between 4000 and 5000 sq um
  • Vert. Die Dim: 74.3 um
  • Initial core utilization: between 50% and 60%
  • Die W: about 74 um
  • I/O Pins: between 40 and 50

Run status
  • Status: finished, final reports clean

Job
  • Log Warnings: 28
  • Max_cap viols: 0

Finish
  • Synth-to-Final Area Change: 33.9%
  • Share of layout cells above drive strength 1: a little under two fifths
  • Most numerous logic cells after layout: 48 x mux2_2, 48 x dfrtp_1, 30 x clkdlybuf4s50_1

Place
  • I/O Buffers: roughly 40
  • Routability cong.: between 0.8 and 0.9
  • Hpwl dp: about 3700 um

Power and ir drop
  • Pwr Density: around 1200 nW/um^2
  • Overall power: roughly 4 mW
  • P_leak: 1.51 nW
  • Max VDD drop: 0.793 mV
[metrics by stage]
stage               util (%)  worst slack [ns]  cell area, sq um  instances  TNS (ns)
floorplan                  -           -0.0417              2620        190    -0.334
global placement        67.8            -0.445              3310        308    -17.98
detailed placement      67.8            -0.438              3310        308    -19.60
CTS                     70.3            0.0167              3430        315         0
global route            71.8          0.000865              3500        322         0
finish                  71.8            0.0416              3500        322         0
[sequential cells by signal (all words and copies together) (netlist names)]
signal      flops
registers      48
output_bus      8
[per-layer routing]
metal | routed length [um] | up-vias | global-route usage (%)
met1 | 2550 | 900 | 36.5
met3 | 317 | 8 | 5.63
met2 | 2590 | 54 | 35.7
li1 | - | 846 | -
met5 | 0 | - | 0
met4 | 61 | 0 | 2.73
[kinds of logic (layout without fill, tap and decap cells)]
kind of cell	Yosys count	count (layout)	share of synthesized area (%)
multiplexers	50	50	21.5
AND/OR/NAND/NOR	36	36	10.3
AND-OR/OR-AND	32	32	10.2
flip-flops	56	56	55.1
buffers and inverters	16	81	2.96
[area by class of cell]
cell class / instances / area, sq um
clock buffer: 5 / 68.8
clock inverter: 2 / 60.1
fill: 333 / 1380
inverter: 2 / 11.3
multi-input combinational: 118 / 1120
sequential: 56 / 1440
tap: 67 / 83.8
timing repair buffer: 72 / 718
[final timing paths]
check / startpoint / endpoint / cells after the start
setup / recovery: registers[1][2] / r1[2] / 1
hold / removal: rst / registers[1][7] / 3
setup reg to reg: registers[4][2] / output_bus[2] / 3
hold reg to reg: registers[0][1] / registers[0][1] / 1
max in group asynchronous: rst / registers[2][2] / 4
min in group clk0: registers[0][1] / registers[0][1] / 1
[cells in the mapped netlist, types with 3 or more instances]
library cell  instances  area (sq um)
mux2_2               48           541
buf_2                 7          35.0
clkbuf_1              3          11.3
nor2_1                3          11.3
nand2b_1              8          50.1
edfxtp_1              8           240
dfrtp_1              48          1200
a21o_1               12          90.1
a222oi_1              6          60.1
a2bb2oi_1             6          52.6
nand3b_1             13          97.6
[report_power, final]
group | internal (mW) | switching (mW)
Sequential | 1.86 | 0.168
Combinational | 0.665 | 0.284
Clock | 0.657 | 0.452
Total | 3.18 | 0.905
[what timing repair did]
action / in CTS / in global routing
gates resized: 7 / 5
hold buffers: 0 / 0
setup endpoints to repair: 39 / 42
hold endpoints to repair: 0 / 0
buffers inserted: 0 / 7
Power and IR drop assume default switching activity.
